File: design/flow/config.mk
export PLATFORM = sky130hd
export DESIGN_NAME = RegisterFile
export DESIGN_NICKNAME = RegisterFile
export VERILOG_FILES = /design/flow/design.v
export SDC_FILE = /design/flow/constraint.sdc
export NUM_CORES = 4
export LEC_CHECK = 1
export CORE_UTILIZATION = 30
File: design/flow/constraint.sdc
current_design RegisterFile

set clk_period 2.9
set clk_io_pct 0.2

create_clock -name clk0 -period $clk_period [get_ports {Clock}]

set non_clock_inputs [all_inputs -no_clocks]
set_input_delay [expr $clk_period * $clk_io_pct] -clock clk0 $non_clock_inputs
set_output_delay [expr $clk_period * $clk_io_pct] -clock clk0 [all_outputs]
File: design/flow/design.v
`timescale 1ns / 1ps
module RegisterFile(
input[2:0] RS,
input[2:0] RT,
input[2:0] RD,
input[15:0] WriteData,
output[15:0] ReadRS,
output[15:0] ReadRT,
input RegWrite,
input Clock);
reg[7:0] Registers[15:0];
always @ (posedge Clock)
begin
if(RegWrite)  Registers[RD] <= WriteData;
end
assign ReadRS = Registers[RS];
assign ReadRT = Registers[RT];
endmodule
File: design/flow/run.sh
#!/bin/bash
# OpenROAD 26Q1-2900-gdf79404cd8, Yosys 0.63+post, stock flow scripts
make -C /OpenROAD-flow-scripts/flow DESIGN_CONFIG=/design/flow/config.mk WORK_HOME=/design/flow/orfs finish
==> results.cfg <==
; synthesis and place-and-route metrics
[timing]
fin_crit_ns = 2.837
fmax_mhz = 352.4
rsz0062_at_grt = no
finalSetupViolations = 0
tns_ns = 0
finalCritPeriodShare_pct = 97.84
fin_ws_ns = 0.06261
drv_slew = 0
hold_viol_final = 0

[layout]
fin_util_pct = 38.21
stdcell_count = 343
largest_reg_flops = 64
drive_gt1_share_pct = 23.19
area_delta_synth_final_pct = 23.21
lay_top_count = edfxtp_1
layout_top_cells = edfxtp_1, clkdlybuf4s50_1, mux4_1
top_regs = Registers: 64 flops
top_register = Registers
final_area_um2 = 3945

[clock_network]
cts.htree.levels = 3
cts_buffers = 9
cts.sinks = 64
cts_max_path_buffers = 2
path_clk_slew_ns = 0.06
postCtsSetupRepairBufs = 0
tritoncts = done
hold_buffers = 0
clockRootBuffer = clkbuf_8

[outcome]
outcome = completed

[floorplanning]
die_h_um = 105.3
die-width_um = 105.3
die-area_um2 = 11090
fp-utilization_pct = 31.01
core.rowCount = 37
io_pins = 59
core_area_um2 = 10320

[detailed_routing]
diodes = 0
first_pass_iters = 4
ant_nets = 0
vias = 1564
drc = 0
drt_wl_total_um = 5970
wl_per_cell_um = 17.41
drt_iter0_markers = 54
vias_per_cell = 4.560

[synthesis]
compound_area_share_pct = 0
fa_ha_area_share_pct = 0
synth_area_leader_cell = edfxtp_1
ys_warn_count = 1
mux_area_share_pct = 31.54
synthSimpleGateAreaFrac_pct = 1.837
syn_inst = 152
synth_area_per_cell_um2 = 21.06
synth_flops = 64
synthTopLogicFamily = multiplexers
yosys_area_um2 = 3202
area_leaders = edfxtp_1, mux4_1, mux2_2, buf_4, mux4_2
synth_top_area_share_pct = 60.02
synth_area_um2 = 3202
synthDistinctLibCells = 15
ys_seq_share_pct = 60.02
ys_cells = 152
ys_sh_xor_pct = 0

[placed_design]
placed_cells = 325
post-place-ws_ns = -0.2476
gp_congestion = 0.7169
port_buffers = 34
hpwl_um = 3598
dpl_cell_area_um2 = 3716

[power_and_ir_drop]
power_density_nw_per_um2 = 501.8
ir_drop_uv = 237.6
leakage_nw = 1.381

[setup_path]
crit_type = in -> out
critPathLaunchType = primary input
required_ns = 2.32
path_cells = clkdlybuf4s15_2 > buf_12 > mux4_1 > mux2_2 > clkdlybuf4s50_1
worstPathMaxFanout = 8
slowest_stage = mux4_1
cpPeakStageDelay_ns = 0.54
cp-end-kind = primary output
arrival_ns = 2.26

[hold_path]
hold_path_startpoint = WriteData[1]
hold_class = in -> reg
min_to = Registers[0][1]$_DFFE_PP_
worstHoldPathCells = 1

[flow_run]
max_cap_violations = 0
log.warning_count = 33

[global_routing]
antenna_found_initial = 0
grt_start_max_net_pins = 17
grt_overflow = 0
grt_pass1_vias = 1656
grt_pass1_wl_um = 8631
track_usage_pct = 11.65
cell type report:
cell class | count | area, um2
Clock inverter | 6 | 50.05
Timing Repair Buffer | 50 | 546.8
Multi-Input combinational cell | 77 | 1129
Fill cell | 912 | 6379
Clock buffer | 10 | 127.6
Tap cell | 136 | 170.2
Sequential cell | 64 | 1922
power breakdown:
group | switching (mW) | leakage (nW) | internal, mW | total [mW]
Sequential | 0.00972 | 0.581 | 1.05 | 1.06
Clock | 0.303 | 0.0902 | 0.384 | 0.687
Combinational | 0.0796 | 0.710 | 0.153 | 0.233
Total | 0.393 | 1.38 | 1.59 | 1.98
layer usage:
layer / GRT usage [%] / up-vias / share of wire [%]
met1: 13.23 / 738 / 34
met3: 7.382 / 8 / 13
met2: 19.27 / 91 / 52
li1: - / 727 / -
met4: 1.610 / 0 / 1.0
met5: 0 / - / 0
cells by family after synthesis:
group,count (synthesis)
DFF,64
muxes,48
buffers and inverters,26
and+or+nand+nor,13
other,1
cells in the mapped netlist:
master     n
nand2b_1   3
buf_4     16
mux4_1    29
conb_1     1
buf_1      2
nor3_1     2
buf_2      2
clkbuf_1   2
nor2_1     6
nand2_1    2
mux2_2    16
buf_6      2
mux4_2     3
edfxtp_1  64
buf_12     2
worst max-delay path by stage:
stage,from,endpoint,slack [ns],cells past startpoint
4_1_cts,RT[0],ReadRT[3],0.02,5
5_1_grt,RT[0],ReadRT[0],0.002,5
6_report,RT[0],ReadRT[3],0.06,5
repair_timing:
| item | 4_1_cts | 5_1_grt |
|---|---|---|
| cloned | 2 | 0 |
| resized | 8 | 2 |
| setup endpoints to repair | 16 | 3 |
stage by stage:
step	hold WS, ns	power (mW)
after floorplan	0.6789	1.203
after global placement	1.313	1.306
final	0.9736	1.980
after detailed placement	1.316	1.307
after global routing	0.9689	2.059
after CTS	0.9586	2.003
worst max-delay path: cells and delay by family:
family | cells | cell delay [ns]
buffers and inverters | 3 | 0.85
multiplexers | 2 | 0.82
No activity file was given, so power comes from the tool's default toggle rates.
